==> design.v <==
module debouncer (
	input logic reset,
	input logic clk,
	input logic [3:0] col_sync,
	output logic [2:0] debounce
	);
	always_ff @(posedge clk) begin  
		if (!reset) begin
			debounce = 1'b0;
		end else if (|col_sync) begin
			if (debounce < 3'b111) begin
				debounce = debounce + 1'b1;
			end
		end else begin
			debounce = 3'b0;
		end
	end
endmodule
==> run.sh <==
#!/bin/bash
# OpenROAD 26Q1-2900-gdf79404cd8, Yosys 0.63+post, stock flow scripts
make -C /OpenROAD-flow-scripts/flow DESIGN_CONFIG=/design/flow/config.mk WORK_HOME=/design/flow/orfs finish
==> config.mk <==
export PLATFORM = sky130hd
export DESIGN_NAME = debouncer
export DESIGN_NICKNAME = debouncer
export VERILOG_FILES = /design/flow/design.v
export SDC_FILE = /design/flow/constraint.sdc
export NUM_CORES = 4
export LEC_CHECK = 1
export CORE_AREA = 10 10 70 70
export DIE_AREA = 0 0 80 80
==> constraint.sdc <==
current_design debouncer

set clk_period 1.8
set clk_io_pct 0.2

create_clock -name clk0 -period $clk_period [get_ports {clk}]

set non_clock_inputs [all_inputs -no_clocks]
set_input_delay [expr $clk_period * $clk_io_pct] -clock clk0 $non_clock_inputs
set_output_delay [expr $clk_period * $clk_io_pct] -clock clk0 [all_outputs]
==> metrics.yaml <==
outcome: "completed"
critical_path_class: "flop to output pin"
num_antenna_cells: 0
grt_overflow: 0
filler_cell_count: 406
place_area_um2: 267
hp-class: "flop to flop"
cp_max_fo: 5
cts_resized: 0
largest_area_cell: "dfxtp_1"
clkSinkCount: 3
antenna_found_initial: 0
io_buffers: 8
path_buffers: 1
drtAntennaViolNets: 0
wire_per_inst_um: 6.75
num_rows: 21
required_ns: 1.44
setup_viol: 0
max_stage_delay_ns: 0.50
fp_util: 0.0377
relSlewSlack: 0.755
cp_cell_sequence: "clkdlybuf4s50_1"
drc: 0
grt_setup_unrepaired: "no"
final-comb-area_um2: 68.8
worstSkewPairLatency_ns: 0.23
gp_congestion: 0.684
peakVddDrop_mv: 0.119
worst_slack_ns: 0.325
grt_max_degree: 6
period_needed_ns: 1.48
largest_reg_flops: 3
die-area_um2: 6400
critPathLaunchType: "flop"
ys_cells: 13
leakage_nw: 0.0940
ys_chip_area_um2: 129
tightestPinTransition_ns: 0.363
dpl.hpwl_um: 408
drive_above_1_share: 0.160
syn_to_final_growth_pct: 127
cts_inserted_buffers: 3
routed_via_density: 2.00
cts_root_buf: "clkbuf_4"
cp-end-kind: "output pin"
topCellsByArea: "dfxtp_1, o41ai_2, ha_1"
power_density_nw_per_um2: 789
cp-startpoint: "debounce[0]$_SDFFE_PN0N_"
warnings: 25
syn_avg_cell_area_um2: 9.91
drt_wl_total_um: 479
numSynthFlops: 3
hold_viol: 0
place_ws_ns: 0.335
seq_area_um2: 60.1
r2r-start: "debounce[0]$_SDFFE_PN0N_"
synth_cells: 13
hp-start: "debounce[2]$_SDFFE_PN0N_"
ctsHoldBuffers: 0
seq_area_frac_synth: 0.466
synthesis.area_um2: 129
synth_top_area_share: 0.466
cts_setup_buffers: 0
maxCapViolCount: 0
synthDistinctLibCells: 9
drt_iter0_drc: 0
cts_tree: "done"
core_area_um2: 3420
die_width_um: 80
grt_use_total: 0.0160
die_h_um: 80
grt_pass1_wl_um: 710
final_area_um2: 293
maxClockFrequency_mhz: 678
cpMaxStageDelayCell: "clkdlybuf4s50_1"
worst_clock_skew_ns: 0.000000999
htree_levels: 1
cts.reportedPaths.clkPinSlew_ns: 0.03
crit_arrival_ns: 1.12
grt_pass1_vias: 170
num_io_pins: 9
clk_path_buf_depth: 2
routed-via-count: 142
slew_violations: 0
crit_family: "buffers and inverters"
synth_warnings: 1
finalClockPeriodUsage: 0.820
tns_ns: 0
first_pass_iters: 1
## worst paths after layout
check,end,slack (ns),depth (start not counted)
max,debounce[0],0.32,1
min,debounce[0]$_SDFFE_PN0N_,0.52,2
max reg2reg,debounce[2]$_SDFFE_PN0N_,0.77,3
min reg2reg,debounce[0]$_SDFFE_PN0N_,0.52,2
## cells in the final DEF (no fill, tap or decap)
cell type,netlist,layout
dfxtp_1,3,3
clkbuf_4,0,3
o41ai_2,1,1
nand2_1,2,2
a211oi_1,1,1
clkdlybuf4s50_1,0,8
a21oi_1,1,1
nor2_1,2,2
a31oi_1,1,1
ha_1,1,1
and2_1,1,1
clkbuf_1,0,1
## where the power goes
group | leakage [nW] | total [mW] | switching [mW] | internal (mW)
Sequential | 0.0248 | 0.0805 | 0.00739 | 0.0731
Clock | 0.0150 | 0.115 | 0.0318 | 0.0829
Combinational | 0.0543 | 0.0358 | 0.0104 | 0.0254
Total | 0.0940 | 0.231 | 0.0496 | 0.181
## cells in the mapped netlist
master	instances
nor2_1	2
dfxtp_1	3
o41ai_2	1
a31oi_1	1
a21oi_1	1
and2_1	1
ha_1	1
a211oi_1	1
nand2_1	2
## per-layer routing
layer,GRT usage,vias to the layer above,part of all wire
li1,-,74,-
met5,0,-,0
met2,0.0177,9,0.33
met3,0.0273,0,0.30
met4,0.00528,0,0
met1,0.0133,59,0.37
## through the flow
stage          instances  utilization  hold slack (ns)  total power, mW
5_1_grt               71       0.0857            0.530            0.249
4_1_cts               71       0.0857            0.510            0.239
3_5_place_dp          67       0.0780            0.502            0.117
2_1_floorplan         13            -            0.451           0.0897
3_3_place_gp          67       0.0780            0.479            0.115
6_report              71       0.0857            0.518            0.231
## area by class of cell
cell class / instances / share of cell area
multi-input cells: 10 / 0.235
repair buffers: 8 / 0.274
well taps: 46 / 0.197
flip-flops and latches: 3 / 0.205
clock buffers: 4 / 0.0897
## cells by family (layout without fill, tap and decap cells)
kind of cell    Yosys count  count (layout)  share of synthesized area
fa+ha+maj                 1               1                     0.0971
flops                     3               3                      0.466
compound gates            4               4                      0.272
buf+inv                   0              12                          0
simple gates              5               5                      0.165
Power and IR drop assume default switching activity.
